==> /design/flow/run.sh <==
#!/bin/bash
# OpenROAD 26Q1-2900-gdf79404cd8, Yosys 0.63+post, stock flow scripts
make -C /OpenROAD-flow-scripts/flow DESIGN_CONFIG=/design/flow/config.mk WORK_HOME=/design/flow/orfs finish
==> /design/flow/config.mk <==
export PLATFORM = sky130hd
export DESIGN_NAME = Parking
export DESIGN_NICKNAME = Parking
export VERILOG_FILES = /design/flow/design.v
export SDC_FILE = /design/flow/constraint.sdc
export NUM_CORES = 4
export LEC_CHECK = 1
export CORE_UTILIZATION = 40
==> /design/flow/constraint.sdc <==
current_design Parking

set clk_period 9.4
set clk_io_pct 0.2

create_clock -name clk0 -period $clk_period [get_ports {clk}]

set non_clock_inputs [all_inputs -no_clocks]
set_input_delay [expr $clk_period * $clk_io_pct] -clock clk0 $non_clock_inputs
set_output_delay [expr $clk_period * $clk_io_pct] -clock clk0 [all_outputs]
==> /design/flow/design.v <==
module Clock (
    input start,
    input clk,
    output reg [11:0] clock_time
);
    reg [12:0] counter;
    always @(posedge clk) begin
        if (~start) begin
            clock_time <= 0;
            counter <= 0;
        end
        else begin
            if (counter >= 60) begin
                clock_time <= clock_time + 1;
                counter <= 0;
            end
            if (clock_time >= 23) begin
                clock_time <= 0;
            end
            else begin
                counter <= counter + 30;
            end
        end
    end
endmodule
module Parking(
    input start,
    input clk,
    input car_entered,
    input is_uni_car_entered,
    input car_exited,
    input is_uni_car_exited,
    output reg [15:0] uni_car_parked,
    output reg [15:0] parked_care,
    output reg [15:0] uni_vacated_space,
    output reg [15:0] vacated_space,
    output reg uni_is_vacated_space,
    output reg is_vacated_space,
    output wire [11:0] clock_time
);
    integer MAX_CAP_PARKING = 700;
    integer MAX_CAP_UNI;
    integer MAX_CAP_GENERAL;
    Clock clock (
        .clk(clk),
        .start(start),
        .clock_time(clock_time)
    );
    always @(car_entered or car_exited or start or clock_time) begin
        if (clock_time < 8) begin
            MAX_CAP_UNI = 0;
            MAX_CAP_GENERAL = 0;
        end
        else if (clock_time < 13) begin
            MAX_CAP_UNI = 500;
            MAX_CAP_GENERAL = 200;
        end
        else if (clock_time < 14) begin
            MAX_CAP_UNI = 450;
            MAX_CAP_GENERAL = 250;
        end
        else if (clock_time < 15) begin
            MAX_CAP_UNI = 400;
            MAX_CAP_GENERAL = 300;
        end
        else if (clock_time < 16) begin
            MAX_CAP_UNI = 350;
            MAX_CAP_GENERAL = 350;
        end
        else begin
            MAX_CAP_UNI = 200;
            MAX_CAP_GENERAL = 500;
        end
        if (~start) begin
            uni_car_parked <= 0;
            parked_care <= 0;
            uni_vacated_space <= MAX_CAP_UNI;
            vacated_space <= MAX_CAP_GENERAL;
            uni_is_vacated_space <= 1'b1;
            is_vacated_space <= 1'b1;
        end
        else if (start) begin 
            vacated_space = MAX_CAP_GENERAL - parked_care;
            uni_vacated_space = MAX_CAP_UNI - uni_car_parked;
            if (car_entered) begin                                   
                if (parked_care + uni_car_parked < MAX_CAP_PARKING) begin     
                    if (is_uni_car_entered) begin                        
                        if (uni_is_vacated_space && $signed(uni_vacated_space) >= 1) begin                  
                            uni_car_parked = uni_car_parked + 1;
                            uni_vacated_space = MAX_CAP_UNI - uni_car_parked;
                            if (uni_car_parked >= MAX_CAP_UNI) begin     
                                uni_is_vacated_space = 1'b0;
                            end
                        end
                    end
                    else begin
                        if (is_vacated_space && $signed(vacated_space) >= 1) begin                      
                            parked_care = parked_care + 1;
                            vacated_space = MAX_CAP_GENERAL - parked_care;
                            if (parked_care >= MAX_CAP_GENERAL) begin
                                is_vacated_space = 1'b0;
                            end
                        end
                    end
                end
            end
            else if (car_exited) begin                              
                if (is_uni_car_exited) begin                        
                    if (uni_car_parked > 0) begin    
                        uni_car_parked = uni_car_parked - 1;
                        uni_vacated_space <= MAX_CAP_UNI - uni_car_parked;
                        if (!uni_is_vacated_space) begin                 
                            uni_is_vacated_space = 1'b1;
                        end
                    end
                end
                else begin                                           
                    if (parked_care > 0) begin
                        parked_care = parked_care - 1;
                        vacated_space <= MAX_CAP_GENERAL - parked_care;
                        if (!is_vacated_space) begin
                            is_vacated_space = 1'b1;
                        end
                    end
                end
            end
        end
    end
endmodule
==> Changelog: implementation <==
### Implementation results

- Endpoints left unconstrained: 68
- Final WL: 32800 um
- Clock network power share: 0.212
- Floorplan row count: 54
- Hold_ws: 497 ps
- Largest net degree at the start of global routing: 43
- Sw Share: 0.400
- Layout Cells excl Fill: 1628
- Crit start category: register
- Global route overflow: 0
- Clock Tree Buf Depth: 2
- Routed via count: 9648
- Layout cell share with drive strength beyond 1: 0.0393
- Cell Type Count: 88
- Setup Fix Bufs, Post-CTS: 0
- Maximum vdd drop: 0.0902 mV
- Yosys chip area: 0.00904 mm^2
- Critical Path Source: clock.clock_time[5]$_SDFFE_PP0P_
- Status: complete, no violations
- Max cap viols: 0
- Quantity of gates resized following cts: 0
- CP arrival: 5940 ps
- Number of synthesized register bits: 58
- Yosys cell count: 1307
- Wire length per cell: 20.2 um
- Ys async rst share: 0
- Cell count after synthesis: 1307
- IO Port Bufs: 83
- Max Fanout on Critical Path: 10
- Core box area: 0.0220 mm^2
- Final Critical Period: 7820 ps
- Area grow syn2layout: 12.8%
- Cell chosen for the clock root: clkbuf_16
- Pre-Place Util: 0.411
- Power density cells: 54.9 mW/mm^2
- Max-Slew Margin vs Limit: 0.422
- Yosys warnings: 114
- Gpl congestion: 1.00
- Comb pwr share: 0.547
- Finish-stage setup viols: 0
- RSZ-0062 raised after global routing: false
- Hold-fix buffers, CTS: 0
- Register pins left without a clock: 34
- Pint: 336 uW
- Number of global-route vias before repair: 8820
- Final slew viol count: 0
- Tool Warnings: 46
- Leak: 4.09 nW
- Final Hold Fails: 0
- Hold Crit Class: register to register
- Chip height: 152 um
- Switching power: 224 uW
- Worst slew pin tran: 860 ps
- DRT Pass-1 Iters: 25
- Worst Hold Launch: clock.counter[11]$_SDFFE_PN0P_
- Die Area: 0.0232 mm^2
- Period utilization: 0.831
- Worst-path clk slew: 60 ps
- First-pass GRT wire length: 50900 um
- Main flop type: dlxtn_1
- Register share of total power: 0.240
- EDFF count, synth: 0
- Initial DRC count: 747
- Initial antenna violation count: 0
- FILL cells: 2252
- Clock Latency Late Sink: 260 ps
- Antenna Nets Post-Route: 0
- Top-Level Pins: 84
- Critical Path RT: 7520 ps
- Max Freq: 128 MHz
- Residual DRC: 0
- Ant diodes: 0
- HPWL Detailed: 25100 um
- Clock skew: 4.42 ps
- Sum Neg Setup Slack: 0 ps
- Total Routing Usage GR: 0.283
- Setup Crit Path Kind: register to output pin
- H-tree depth: 1
- Post-Syn Area per Cell: 6.92 um^2
- TritonCTS clock tree: yes
- Setup crit end kind: output pin
- Placed Cells: 1624
- Vias per cell: 5.93
- CTS buffer count: 3
- Die width: 152 um
- Origin of the critical flop-to-flop path: clock.clock_time[5]$_SDFFE_PP0P_
- Final Util: 0.463
- Mapped cell area: 0.00904 mm^2
[cells in the mapped netlist, types with 7 or more instances]
cell type / number / area, um^2
a211oi_1: 28 / 210
a21o_1: 24 / 180
a21oi_1: 89 / 445
a31oi_1: 12 / 75.1
and2_1: 15 / 93.8
and3_1: 16 / 100
buf_1: 8 / 30.0
clkbuf_1: 53 / 199
dfxtp_1: 24 / 480
dlxtn_1: 34 / 510
ha_1: 90 / 1130
inv_1: 71 / 267
mux2i_1: 34 / 340
nand2_1: 120 / 450
nand2b_1: 13 / 81.3
nand3_1: 49 / 245
nand4_1: 17 / 106
nor2_1: 140 / 526
nor2b_1: 18 / 113
nor3_1: 41 / 205
nor3b_1: 7 / 52.6
nor4_1: 20 / 125
o211ai_1: 8 / 60.1
o21a_1: 14 / 105
o21ai_0: 43 / 215
o21ai_1: 11 / 55.1
o221ai_1: 11 / 96.3
or2_2: 10 / 62.6
or3_1: 13 / 81.3
or4_1: 7 / 52.6
xnor2_1: 109 / 955
xor2_1: 41 / 359
[final timing paths]
| kind | depth (start not counted) | end | slack, ps |
|---|---|---|---|
| setup / recovery | 18 | uni_vacated_space[11] | 1580 |
| hold / removal | 2 | clock.counter[11]$_SDFFE_PN0P_ | 500 |
| setup reg to reg | 7 | clock.counter[3]$_SDFFE_PN0P_ | 7170 |
| hold reg to reg | 2 | clock.counter[11]$_SDFFE_PN0P_ | 500 |
[cell families (layout without fill, tap and decap cells)]
logic type                 count (synthesis)  in the layout  synth area share
other                                      1              7          0.000415
AOI/OAI and AO/OA                        315            315             0.235
latches                                   34             34            0.0564
DFF                                       24             24            0.0531
adders and majority gates                 91             91             0.126
and+or+nand+nor                          513            513             0.281
muxes                                     38             38            0.0426
buffers and inverters                    141            176            0.0602
xor gates and xnor gates                 150            150             0.145
[stage by stage]
stage	power, mW	area, um^2	setup WS, ps
final	0.560	10200	1580
after global routing	0.597	10200	1080
after CTS	0.560	10200	1650
after detailed placement	0.437	10100	1960
after global placement	0.306	10100	1940
after floorplan	0.332	9070	3540
[flip-flops by register name, summed over array words and instances, names as in the netlist]
name / cells
clock.counter: 12
parked_care: 16
uni_is_vacated_space: 1
uni_car_parked: 16
clock.clock_time: 12
is_vacated_space: 1
[cell type report]
cell class	instances	area, um^2	area share
Clock buffer	3	75.1	0.00736
Clock inverter	1	30.0	0.00294
Tap cell	280	350	0.0343
Multi-Input combinational cell	1114	7540	0.739
Timing Repair Buffer	99	946	0.0927
Sequential cell	58	991	0.0971
Inverter	73	274	0.0269
[power groups by stage]
stage / Clock, mW / Combinational (mW) / Sequential (mW)
6_report: 0.119 / 0.307 / 0.135
5_1_grt: 0.125 / 0.337 / 0.136
4_1_cts: 0.123 / 0.303 / 0.134
[worst max-delay path, cell delays in order (launching register included)]
cell and delay, ps:
dfxtp_1 330, or4_1 540, nor2_1 420, nand2_1 200
inv_1 330, nand2b_1 130, inv_1 150, ha_1 350
a211oi_1 290, nand2_1 90, a211oi_2 370, o21a_1 250
o211ai_1 110, a2111oi_0 800, nand2_1 120, a32o_1 240
a31oi_1 260, mux2i_1 220, clkdlybuf4s50_1 480
[placed cells by master (no fill, tap or decap), types with 12 or more instances in the layout]
cell type,netlist,routed
nor2_1,140,140
inv_1,71,71
nand4_1,17,17
clkdlybuf4s50_1,0,82
o21a_1,14,14
or3_1,13,13
nor2b_1,18,18
nor3_1,41,41
a21o_1,24,24
and2_1,15,15
dlxtn_1,34,34
and3_1,16,16
nor4_1,20,20
xor2_1,41,41
xnor2_1,109,109
buf_4,0,16
mux2i_1,34,34
a31oi_1,12,12
nand2b_1,13,13
a211oi_1,28,28
nand3_1,49,49
o21ai_0,43,43
dfxtp_1,24,24
a21oi_1,89,89
nand2_1,120,120
ha_1,90,90
[layer usage]
layer  vias to the layer above  GRT usage  part of all wire
li1                       4775          -                 -
met1                      4391      0.425              0.47
met2                       423      0.437              0.43
met3                        59     0.0301             0.077
met4                         0     0.0656             0.024
met5                         -          0                 0
Power figures rest on the tool's default switching activity, not on a simulated workload.
